$ cat ./design.v
`timescale 1 ns / 100 ps
module TCAM (
	input wire clk,
	input  wire[(32*2)-1 +4:0] addr_in,   
	output reg[31:0] addr_out,    		  
	output reg[7:0] prefix_size,          
	output reg[3:0] if_idx,               
	output reg valid,						 	  
	input wire wr_en,                     
	input wire[7:0] wr_index             
	);
parameter WIDTH = 32;
parameter SIZE = 32;    
reg [(WIDTH*2)-1+4+1:0] content [SIZE-1:0];  
parameter VALID_ENTRY_POS = 68; 
reg [7:0] count_ones[SIZE-1:0]; 
integer idx[SIZE-1:0];
integer best_value;
reg [7:0] best_six;  
reg [7:0] six;       
reg[WIDTH-1:0] addr_in_mask [SIZE-1:0];
initial begin
	$readmemh("content_tb.list", content); 
	valid = 1'b0;	
end
always @addr_in begin
	valid = 1'b0;
	best_value = 0;
	best_six = 0;
	for (six=0; six<SIZE; six = six + 7'd1) begin
	  count_ones[six] = 0;
	  addr_in_mask[six] = addr_in[WIDTH-1:0] & content[six][(WIDTH*2)-1:WIDTH];
	  if ( addr_in_mask[six] == content[six][WIDTH-1:0] && content[six][VALID_ENTRY_POS]==1'b1 ) begin  
		  for( idx[six] = 0; idx[six]<WIDTH; idx[six] = idx[six] + 1) begin
  		      count_ones[six] = count_ones[six] + content[six][idx[six]+WIDTH];
		  end
		  if ( count_ones[six]>=best_value ) begin
				best_value = count_ones[six];
				best_six = six;
				valid = 1'b1;
		  end
		end
	end
end
always @(posedge clk) begin
	if (wr_en==0) begin
		addr_out <= content[best_six][WIDTH-1:0];
		prefix_size <= count_ones[best_six];
		if_idx <= content[best_six][(WIDTH*2)-1 +4:(WIDTH*2)];
	end
	else begin
		content[wr_index] <= addr_in;
	end
end
endmodule
$ cat ./config.mk
export PLATFORM = sky130hd
export DESIGN_NAME = TCAM
export DESIGN_NICKNAME = TCAM
export VERILOG_FILES = /design/flow/design.v
export SDC_FILE = /design/flow/constraint.sdc
export NUM_CORES = 4
export LEC_CHECK = 1
export CORE_UTILIZATION = 40
export SYNTH_HDL_FRONTEND = slang
$ cat ./content_tb.list
13ffffff00c0a80000
14ffffff80c0a80000
150000000000000000
16ffffffe0c0a80000
17ffffffffc0a80003
18ffffff000a000000
19ff0000000a000000
1affffff00a0000100
0
0
0
0
0
0
0
0
0
0
0
0
0
0
0
0
0
0
0
0
0
0
0
0
$ cat ./constraint.sdc
current_design TCAM

set clk_period 6.5
set clk_io_pct 0.2

create_clock -name clk0 -period $clk_period [get_ports {clk}]

set non_clock_inputs [all_inputs -no_clocks]
set_input_delay [expr $clk_period * $clk_io_pct] -clock clk0 $non_clock_inputs
set_output_delay [expr $clk_period * $clk_io_pct] -clock clk0 [all_outputs]
$ cat ./run.sh
#!/bin/bash
# OpenROAD 26Q1-2900-gdf79404cd8, Yosys 0.63+post, stock flow scripts
make -C /OpenROAD-flow-scripts/flow DESIGN_CONFIG=/design/flow/config.mk WORK_HOME=/design/flow/orfs finish
==> flow_summary.yaml <==
# physical design summary
run_status:
  status: "complete, no violations"
synth:
  yosys.area.top_type: "edfxtp_1"
  top_logic_kind: "buffers and inverters"
  topCellsByArea: "edfxtp_1 (96%), buf_4 (3.0%), nor3_2 (0.44%)"
  yosys_area_sq_mm: 0.002257
  ys_ff: 72
  synthesis.area_sq_mm: 0.002257
  compound_area_share_pct: 0
  async_reset_ff_share_pct: 0
  ys_warn_count: 0
  ff_type: "edfxtp_1"
  syn_avg_cell_area_sq_um: 26.55
  yosys-mux-area-fraction_pct: 0
  ys_sh_adder_pct: 0
  ys_seq_share_pct: 95.79
  synthXorXnorAreaFrac_pct: 0
  synthDistinctLibCells: 6
  synth.most_common_cell: "edfxtp_1"
  synthCells: 85
  yosys_cells: 85
  netlist_top_cells_count: "edfxtp_1 (72), buf_4 (9)"
  top_cell_area_share_pct: 95.79
  edf_count: 72
  synthSimpleGateAreaFrac_pct: 0.8869
die:
  fp_util_pct: 42.83
  die_height_um: 77.12
  rows: 26
  io_pins: 123
  core_sq_mm: 0.005270
  die-area_sq_mm: 0.005947
  die_w_um: 77.12
detailed_routing:
  vias: 1025
  via_per_inst: 4.100
  routedWlPerCell_um: 12.14
  drt_wl_total_um: 3034
  antenna-diode-count: 0
  firstDrtPassIters: 4
  dr.first_iter.drc_count: 34
  drc: 0
  ant_nets: 0
power:
  power_density_mw_per_mm2: 257.5
  p_comb_share_pct: 5.1
  netSwitchingPower_mw: 0.1511
  power_frac_seq_pct: 62.2
  p_leak_nw: 1.111
  intPower_mw: 0.6897
  irDropWorstVdd_mv: 0.1517
  clockPowerShare_pct: 32.7
  sw_frac_of_total_pct: 17.97
timing:
  skew_ns: 0.005263
  final_max_slew_viol_count: 0
  setup_tns_ns: 0
  min_period_ns: 2.834
  hold_viol: 0
  fmax_mhz: 352.8
  rsz0062_at_grt: "no"
  finalSetupViolations: 0
  worst_hold_slack_ns: 0.4175
  period_used_pct: 43.60
worst_setup_path:
  path_max_fanout: 36
  reg2reg_depth: 0
  r2r_slack_ns: 5.88
  startpoint_type: "input pin"
  worstSetupEndpointType: "flop"
  crit_path_end: "content[0][6]"
  arrival_ns: 2.80
  startpoint: "wr_en"
  crit_type: "input pin to flop"
  crit_required_ns: 6.47
  timing.rr.start: "content[0][31]"
  worstReg2RegEnd: "addr_out[31]"
layout:
  drive_gt1_share_pct: 8.333
  post-route-util_pct: 61.97
  finalNonFillerCells: 250
  area_delta_synth_final_pct: 44.68
  fill_cells: 381
grt:
  grt_max_degree: 37
  grtUsageTotal_pct: 11.52
  grt.met3_usage_pct: 5.079
  grt.busiest_layer: "met1"
  grt_antenna_before_repair: 0
  grt_pass1_wl_um: 4712
  grt_use_met2_pct: 17.08
  first_global_vias: 988
  overflow: 0
  grtUsageMet1_pct: 17.32
clock_tree:
  clkTransAtPathRegs_ns: 0.06
  root_buffer: "clkbuf_8"
  holdBufCountCts: 0
  clk-insertion-delay-late_ns: 0.32
  cts_tree: "done"
  clock-sinks: 72
  clock_tree.buffer_depth: 2
  cts_resized: 0
  numCtsBuffers: 9
  h-tree-depth: 3
  post_cts_buffers: 0
placed_design:
  dp.cells: 234
  dpl.hpwl_um: 2055
  routabilityCongestion: 0.7158
  numPortBuffers: 78
min_path:
  worstHoldStart: "content[0][20]"
  hp-class: "flop to flop"
run:
  warning_count: 60
  maxCapViolCount: 0
[cell families (layout without fill, tap and decap cells)]
family | count (synthesis) | after routing
other | 1 | 9
DFF | 72 | 72
buffers and inverters | 10 | 97
and+or+nand+nor | 2 | 2
[sequential cells by signal, indices dropped and copies added (netlist names)]
| register | cells |
|---|---|
| addr_out | 32 |
| if_idx | 4 |
| content | 36 |
[metrics by stage]
step                total power, mW  instance area (sq um)  setup slack (ns)
floorplan                    0.5386                   2287             2.818
global placement             0.5756                   3109             3.343
detailed placement           0.5764                   3109             3.313
CTS                          0.8508                   3266             3.667
global route                 0.8774                   3266             3.585
finish                       0.8408                   3266             3.666
[routing by layer]
metal	part of all wire, %	wire (um)	vias to the layer above
li1	-	-	495
met1	38	1145	466
met2	50	1503	57
met3	9.8	298	7
met4	2.8	86	0
met5	0	0	-
[power groups by stage]
| stage | sequential, mW | clock [mW] | combinational, mW |
|---|---|---|---|
| global route | 0.523 | 0.308 | 0.0468 |
| CTS | 0.523 | 0.284 | 0.0439 |
| finish | 0.523 | 0.275 | 0.0429 |
[worst max-delay path, stage by stage]
cell and delay, ns:
clkdlybuf4s50_1 0.47, or4b_1 0.48, nor3_4 0.12, buf_4 0.41
[worst min path at each step]
stage | endpoint | slack (ns) | cells past startpoint
CTS | addr_out[11] | 0.42 | 0
finish | addr_out[20] | 0.42 | 0
global route | addr_out[6] | 0.42 | 0
[area by class of cell]
cell class	instances	area (sq um)	area share, %
clock inverter	4	21.27	0.6513
tap	70	87.58	2.682
inverter	1	3.754	0.1149
clock buffer	12	135.1	4.138
multi-input combinational	11	60.06	1.839
timing repair buffer	80	795.8	24.37
sequential	72	2162	66.21
[placed cells by master, fill, tap and decap left out, drive strengths merged]
cell type / instances
clkdlybuf4s50: 78
edfxtp: 72
clkbuf: 12
conb: 9
clkinv: 3
buf: 2
or4b: 1
nor3: 1
inv: 1
clkinvlp: 1
No activity file was given, so power comes from the tool's default toggle rates.
