**/design/flow/run.sh**
```bash
#!/bin/bash
# OpenROAD 26Q1-2900-gdf79404cd8, Yosys 0.63+post, stock flow scripts
make -C /OpenROAD-flow-scripts/flow DESIGN_CONFIG=/design/flow/config.mk WORK_HOME=/design/flow/orfs finish
```
**/design/flow/config.mk**
```make
export PLATFORM = sky130hd
export DESIGN_NAME = PCS
export DESIGN_NICKNAME = PCS
export VERILOG_FILES = /design/flow/design.v
export SDC_FILE = /design/flow/constraint.sdc
export NUM_CORES = 4
export LEC_CHECK = 1
export CORE_UTILIZATION = 50
export SYNTH_HDL_FRONTEND = slang
```
**/design/flow/constraint.sdc**
```tcl
current_design PCS

set clk_period 3.5
set clk_io_pct 0.2

create_clock -name clk0 -period $clk_period [get_ports {xcvr_rx_clk}]

set non_clock_inputs [all_inputs -no_clocks]
set_input_delay [expr $clk_period * $clk_io_pct] -clock clk0 $non_clock_inputs
set_output_delay [expr $clk_period * $clk_io_pct] -clock clk0 [all_outputs]
```
**/design/flow/design.v**
```verilog
`timescale 1 ns / 100 ps
module PCS (
		input  wire mac_tx_er,    
		input  wire mac_tx_en,
		input  wire mac_gtx_clk,
		input  wire[7:0] mac_txd,		
		output reg mac_rx_er,
		output reg mac_rx_dv,
		output reg[7:0] mac_rxd,
		output wire mac_rx_clk,
		output wire mac_crs,
		output wire mac_col,
		output wire [7:0] xcvr_txd,	  
		output wire xcvr_tx_datak,
		input  wire xcvr_tx_ready,
		input  wire xcvr_tx_clk,
		input  wire [7:0] xcvr_rxd,   
		input  wire xcvr_rx_datak,
		input  wire xcvr_rx_ready,
		input  wire	xcvr_rx_disparity,
		input  wire xcvr_rx_clk,
		input wire reset_n,   
		input clk_125		
	);
	wire comma;
	wire sop;
	wire cgbad; 
	wire cggood;
	wire xcvr_rxd_invalid;
	reg rx_even;     
	reg [2:0] good_cgs; 
	reg[4:0] sync_state; 	
	reg[4:0] xcvr_rcv_state;
  	wire early_end;
	wire check_end_r_r_i;
	wire check_end_t_r_r;
	wire check_end_r_r_r;			
	wire check_end_r_r_s;
	parameter LOSS_OF_SYNC   = 0,
			  COMMA_DETECT_1   = 1,
			  ACQUIRE_SYNC_1   = 2,
			  COMMA_DETECT_2   = 3,
			  ACQUIRE_SYNC_2   = 4,
			  COMMA_DETECT_3   = 5,
			  SYNC_ACQUIRED_1  = 6,
			  SYNC_ACQUIRED_2  = 7,
			  SYNC_ACQUIRED_2Z = 8,
			  SYNC_ACQUIRED_2A = 9,
			  SYNC_ACQUIRED_2AZ = 10,
			  SYNC_ACQUIRED_3   = 11,
			  SYNC_ACQUIRED_3Z  = 12,
			  SYNC_ACQUIRED_3A  = 13,
			  SYNC_ACQUIRED_3AZ = 14,
			  SYNC_ACQUIRED_4   = 15,
			  SYNC_ACQUIRED_4Z  = 16,
			  SYNC_ACQUIRED_4A  = 17,	
			  SYNC_ACQUIRED_4AZ = 18;	
	parameter SYNC_FAIL = 0,
			  SYNC_OK = 1;
	parameter RCV_IDLE 			  = 0,
			  RCV_START_OF_PACKET = 1,
			  RCV_RECEIVE 		  = 2,
			  RCV_EARLY_END 	  = 3,
			  RCV_RX_DATA_ERROR   = 4,
			  RCV_TRI_RRI         = 5,
			  RCV_RX_DATA         = 6,
			  RCV_TRR_EXTEND	  = 7,
			  RCV_EARLY_END_EXT   = 8,
			  RCV_EPD2_CHECK_END  = 9,
			  RCV_EXTEND_ERR	  = 10,
			  RCV_PACKET_BURST_RRS = 11;
	assign comma = is_comma(xcvr_rxd, xcvr_rx_datak );
	assign sop = is_sop( xcvr_rxd, xcvr_rx_datak );
	assign xcvr_rxd_invalid = 0;   
	assign cgbad = ( is_comma(xcvr_rxd, xcvr_rx_datak) && rx_even==1) | xcvr_rxd_invalid ;
	assign cggood = !cgbad;
	assign mac_rx_clk = xcvr_rx_clk;
	function is_comma;  
	input [7:0] data_check;
	input datak;
		is_comma = ( ( (data_check & 8'b00111111) == 8'b00111111 ) & datak==1) ;
	endfunction
	function is_sop;  
	input [7:0] data_check;
	input datak;
		is_sop = (data_check == 8'hFB & datak==1 );
	endfunction
	function is_idle;  
	input [7:0] data_check;
	input datak;
		is_idle = (data_check == 8'hBC & datak==1);
	endfunction	
	FIFO_CHECK_END fifo_check_end( .data(xcvr_rxd), .datak(xcvr_rx_datak), .clk( xcvr_rx_clk ), .early_end(early_end), .r_r_i(check_end_r_r_i), .t_r_r(check_end_t_r_r), .r_r_r(check_end_r_r_r), .r_r_s(check_end_r_r_s) );
	always @(negedge xcvr_rx_clk) begin
	  if (reset_n==0) begin
			sync_state <= LOSS_OF_SYNC;
			xcvr_rcv_state <= RCV_IDLE;
			mac_rxd <= 0;
		end
		case (sync_state)
			LOSS_OF_SYNC: begin
				if ( xcvr_rx_ready==1 && comma ) sync_state <= COMMA_DETECT_1;
				rx_even <= !rx_even;
			end
			COMMA_DETECT_1: begin
				sync_state <= xcvr_rx_datak ? ACQUIRE_SYNC_1 : LOSS_OF_SYNC; 
				rx_even <= 1;
			end 
			ACQUIRE_SYNC_1: begin
				if ( rx_even==0 && comma ) sync_state <= COMMA_DETECT_2;
				if ( cgbad ) sync_state <= LOSS_OF_SYNC;
				rx_even <= !rx_even;
			end
			COMMA_DETECT_2: begin
				sync_state <= xcvr_rx_datak ? ACQUIRE_SYNC_2 : LOSS_OF_SYNC;
				rx_even <= 1;
			end
			ACQUIRE_SYNC_2: begin
				if (rx_even==0 && comma ) sync_state <= COMMA_DETECT_3;
				if ( cgbad ) sync_state <= LOSS_OF_SYNC;
				rx_even <= !rx_even;
			end
			COMMA_DETECT_3: begin
				sync_state <= !xcvr_rx_datak ? SYNC_ACQUIRED_1 : LOSS_OF_SYNC;
				rx_even <= 1;
			end 
			SYNC_ACQUIRED_1: begin
				if (cgbad) sync_state <= SYNC_ACQUIRED_2;
				rx_even <= !rx_even;
			end
			SYNC_ACQUIRED_2: begin
				sync_state <= SYNC_ACQUIRED_2Z;
				rx_even <= !rx_even;	
			end
			SYNC_ACQUIRED_2Z: begin
				sync_state <= cgbad ? SYNC_ACQUIRED_3 : SYNC_ACQUIRED_2A;
				good_cgs <= 0;
			end
			SYNC_ACQUIRED_3: begin
				sync_state <= SYNC_ACQUIRED_3Z;
				rx_even <= !rx_even;			
			end
			SYNC_ACQUIRED_3Z: begin
				sync_state <= cgbad ? SYNC_ACQUIRED_4 : SYNC_ACQUIRED_3A;
				good_cgs <= 0;
			end
			SYNC_ACQUIRED_2A: begin
				sync_state <= SYNC_ACQUIRED_2AZ;
				rx_even <= !rx_even;
			end
			SYNC_ACQUIRED_2AZ: begin
				if ( cgbad ) sync_state <= SYNC_ACQUIRED_3;
				if ( (good_cgs==3) & cggood ) sync_state <= SYNC_ACQUIRED_1;
				good_cgs <= good_cgs + 1'b1;
			end
			SYNC_ACQUIRED_3A: begin
				sync_state <= SYNC_ACQUIRED_3AZ;	
				rx_even <= !rx_even;
			end
			SYNC_ACQUIRED_3AZ:  begin
				if ( cgbad ) sync_state <= SYNC_ACQUIRED_4;
				if ( (good_cgs==3) & cggood ) sync_state <= SYNC_ACQUIRED_2;
				good_cgs <= good_cgs + 1'b1;
			end
			SYNC_ACQUIRED_4: begin
				sync_state <= SYNC_ACQUIRED_4Z;
				rx_even <= !rx_even;
			end
			SYNC_ACQUIRED_4Z: begin
				sync_state <= cgbad ? LOSS_OF_SYNC : SYNC_ACQUIRED_4A;
				good_cgs <= 0;
			end
			SYNC_ACQUIRED_4A: begin
				sync_state <= SYNC_ACQUIRED_4AZ;
				rx_even <= !rx_even;
			end
			SYNC_ACQUIRED_4AZ: begin
				if ( cgbad ) sync_state <= LOSS_OF_SYNC;
				if ( (good_cgs==3) & cggood ) sync_state <= SYNC_ACQUIRED_3;
				good_cgs <= good_cgs + 1'b1;
			end
		endcase
		if ( sync_state == SYNC_ACQUIRED_1 ) begin  
			case (xcvr_rcv_state)
				RCV_IDLE: begin
					mac_rx_dv <= 0;
					mac_rx_er <= 0;
					if (sop) begin
						mac_rx_dv <= 1;
						mac_rx_er <= 0;
						mac_rxd <= 8'b01010101;
						xcvr_rcv_state <= RCV_RECEIVE;
					end
				end
				RCV_START_OF_PACKET: begin
					mac_rx_dv <= 1;
					mac_rx_er <= 0;
					mac_rxd <= 8'b01010101;
					xcvr_rcv_state <= RCV_RECEIVE;
				end
				RCV_RECEIVE: begin   
					if ( xcvr_rx_datak == 0 ) begin
						mac_rx_er <= 0;
						mac_rxd <= xcvr_rxd;					
					end else begin
						mac_rx_dv <= 0;
					end			
					if ( check_end_t_r_r ) begin 
						mac_rx_dv <= 0;
						mac_rx_er <= 1;
						mac_rxd <= 8'h0F;
						xcvr_rcv_state <= RCV_EPD2_CHECK_END;						
					end
					if ( check_end_r_r_r ) begin
						mac_rx_er <= 1;
						xcvr_rcv_state <= RCV_EPD2_CHECK_END;
					end
					if ( check_end_r_r_i & rx_even ) begin
						mac_rx_dv <= 0;
						mac_rx_er <= 0;
						xcvr_rcv_state <= RCV_IDLE;  
					end
				end
				RCV_EARLY_END: begin		
				end
				RCV_RX_DATA_ERROR: begin		
				end
				RCV_TRI_RRI: begin		
					end
				RCV_TRR_EXTEND: begin
				end
				RCV_EARLY_END_EXT: begin
				end
				RCV_EPD2_CHECK_END: begin
					if ( check_end_r_r_r ) xcvr_rcv_state <= RCV_TRR_EXTEND;
					else
						if ( check_end_r_r_i & rx_even ) xcvr_rcv_state <= RCV_TRI_RRI;
						else
							if ( check_end_r_r_s ) xcvr_rcv_state <= RCV_PACKET_BURST_RRS;
							else
								xcvr_rcv_state <= RCV_EXTEND_ERR;
				end
				RCV_EXTEND_ERR: begin
					mac_rx_dv <= 0;
					mac_rxd <= 8'h1F;
					if ( is_idle(xcvr_rxd, xcvr_rx_datak ) & rx_even)
						xcvr_rcv_state <= RCV_IDLE;  
					else if ( sop ) 
							xcvr_rcv_state <= RCV_START_OF_PACKET;
						else
							if ( !sop &  !(is_idle(xcvr_rxd, xcvr_rx_datak ) & rx_even) ) 
								xcvr_rcv_state <= RCV_EPD2_CHECK_END;							
				end
				RCV_PACKET_BURST_RRS: begin
					if ( sop ) begin
						xcvr_rcv_state <= RCV_START_OF_PACKET;
					end
					mac_rx_dv <= 0;
					mac_rxd <= 8'h0F;	
				end	
			endcase
		end
	end
endmodule
module FIFO_CHECK_END (
	input wire[7:0] data,
	input wire datak,
	input wire clk,
	output wire early_end,
	output wire r_r_i,   
	output wire t_r_r,
	output wire r_r_r,
	output wire r_r_s
);
reg [7:0] buffer [2:0] ;
reg buffer_k [2:0];
parameter IDLE = 8'hBC;
parameter COMMA = 8'b10111111; 
parameter SOP = 8'hFB; 
parameter EOP = 8'hFD;  
parameter CARRIER_EX = 8'hF7;  
always @(posedge clk) begin   
	buffer[2] <= buffer[1];
	buffer[1] <= buffer[0];
	buffer[0] <= data;
	buffer_k[2] <= buffer_k[1];
	buffer_k[1] <= buffer_k[0];
	buffer_k[0] <= datak;
end
assign r_r_r = (
	(buffer[0]==CARRIER_EX & buffer_k[0]==1)  &  (buffer[1]==CARRIER_EX & buffer_k[1]==1)  & (buffer[2]==CARRIER_EX & buffer_k[2]==1)
);
assign t_r_r = (
	(buffer[0]==CARRIER_EX & buffer_k[0]==1)  &  (buffer[1]==CARRIER_EX & buffer_k[1]==1)  & (buffer[2]==EOP & buffer_k[2]==1)
);
assign r_r_i = (
	(buffer[0]==IDLE & buffer_k[0]==1)  &  (buffer[1]==CARRIER_EX & buffer_k[1]==1)  & (buffer[2]==EOP & buffer_k[2]==1)
);
assign r_r_s = (
	(buffer[0]==SOP & buffer_k[0]==1)  &  (buffer[1]==CARRIER_EX & buffer_k[1]==1)  & (buffer[2]==CARRIER_EX & buffer_k[2]==1)
);
endmodule
```
==> results_slide.txt <==
Run Summary

Global routing
  – Total track usage: 26.0%
  – Antenna violations before repair: 0
  – Largest net degree at the start of global routing: 20
  – First-pass GRT wire length: 10400 µm
  – Vias in the first global route: 2324
  – GRT overflow: 0

Critical path
  – Crit end category: primary output
  – Startpoint types: flop
  – Crit path largest cell delay: 0.35 ns
  – R2R depth: 4
  – WP data arrival: 2.77 ns
  – R2r endpoint: mac_rx_er
  – FF-to-FF Start: fifo_check_end.buffer[0][1]
  – Crit-path cells: clkdlybuf4s15_1
  – Family with the most delay on the worst path: flip-flops
  – Crit path max-delay cell type: dfxtp_2
  – Required time of the critical path: 2.80 ns
  – R2R Setup Slk: 0.05 ns
  – Largest fanout on the critical path: 2
  – Setup CP Type: flop to primary output
  – WP buf/inv: 1

Outcome
  – Status: completed

Die
  – Area of the core: 0.00511 mm²
  – Die ar.: 0.00561 mm²
  – Floorplan-stage core utilization: 52.0%
  – Die Y: 74.9 µm
  – I/O Pins: 49
  – Chip Width: 74.9 µm
  – Row count: 26

Hold path
  – Worst Hold Path EP: sync_state[1]
  – Worst hold stages: 0
  – Hold Crit Class: flop to flop
  – HP Start: sync_state[18]

STA
  – WHS: 0.339 ns
  – RSZ-0062 raised after global routing: no
  – Clock Skew: 0.0638 ns
  – Pins Over Slew Limit: 0
  – Slew headroom: 53.1%
  – Setup Viol. Count Final: 0
  – Worst-margin pin slew: 0.702 ns
  – Final Hold Viols: 0

Place
  – PortBufs: 22
  – Routability Congestion: 0.947
  – Placed Cells: 390
  – Dpl hpwl: 4640 µm

Synth
  – Ys Warns: 11
  – Synth top cell by count: dfxtp_1
  – Synth Seq Share: 53.5%
  – Synth unique cells: 52
  – Top cells, area: dfxtp_1 47%, edfxtp_1 6.8%, buf_4 3.7%
  – Yosys top cell area share: 46.7%
  – Synthesis area per yosys: 0.00266 mm²
  – Commonest flop: dfxtp_1
  – Flops out of synthesis: 68
  – Mapped Cells: 270
  – Cell type with the largest total area: dfxtp_1
  – Post-synth top cells: 62 x dfxtp_1, 23 x nand2_1, 17 x nor2_1, 14 x nand3_1, 13 x buf_4
  – Ys cells: 270
  – Post-synth ARST share: 0%
  – EDFF count, synth: 6
  – Syn avg cell area: 9.83 µm²
  – Area of the mapped netlist: 0.00266 mm²

Power and ir drop
  – Leak pwr: 1.66 nW
  – Worst VDD drop: 0.381 mV
  – PwrDens: 503 mW/mm²

Finish
  – Ratio of cells with drive above 1 in the final layout: 24.0%
  – Post-Layout Cell Count: 454
  – Area Overhead vs Synth: 38.1%
  – Fillers: 381

Route
  – Met2 wire length: 3300 µm
  – Vias: 2402
  – WL final: 6650 µm
  – DR DRC count: 0
  – Vias per cell: 5.29
  – Top sig layer: met4
  – DR pass1 iterations: 5
  – Met3 routed WL: 261 µm
  – Routed Antenna Nets: 0
  – Starting DRC count in detailed routing: 103
  – DR WL/cell: 14.6 µm
  – Wire length on met1: 2940 µm
  – Diode count: 0

Job
  – Tool warnings: 43
  – Max Cap Viol: 0

Clocking
  – Clock latency on the worst-skew pair: 0.51 ns
  – CTS tree: yes
  – Clock slew at reported path FFs: 0.05 ns
-- layout make-up --
cell class	instances	area, µm²	share of cell area [%]
clock buffers	13	175	4.78
clock inverters	48	226	6.18
inverters	11	41.3	1.13
multi-input cells	179	1180	32.2
flip-flops and latches	68	1430	39.0
well taps	70	87.6	2.39
repair buffers	65	526	14.3
-- per-layer routing --
metal,vias to the layer above,global-route usage (%)
li1,1189,-
met1,1129,34.7
met2,71,41.4
met3,13,8.01
met4,0,9.22
met5,-,0
-- kinds of logic (layout without fill, tap and decap cells) --
family	Yosys count	in the layout	share of synthesized area [%]
buffers and inverters	33	137	6.79
flip-flops	68	68	53.5
other	1	11	0.141
AND-OR/OR-AND	55	55	15.0
XOR/XNOR	1	1	0.330
adder cells (fa/ha/maj)	2	2	0.942
AND/OR/NAND/NOR	110	110	23.2
-- what timing repair did --
action	4_1_cts	5_1_grt
gates resized	40	14
endpoints found under the setup margin	34	22
hold buffers	0	0
setup buffers	4	1
pin swaps	6	2
-- power breakdown --
part | switching [W] | total (W) | internal [W]
combinational | 0.0000400 | 0.0000796 | 0.0000397
sequential | 0.0000226 | 0.000838 | 0.000815
clock | 0.000445 | 0.000926 | 0.000482
total | 0.000507 | 0.00184 | 0.00134
-- state kept, by name, summed over array words and instances (netlist names) --
| name | cells |
|---|---|
| mac_rx_dv | 1 |
| rx_even | 1 |
| sync_state | 19 |
| xcvr_rcv_state | 8 |
| fifo_check_end.buffer | 24 |
| mac_rx_er | 1 |
| mac_rxd | 8 |
| good_cgs | 3 |
| fifo_check_end.buffer_k | 3 |
-- worst max path at each step --
stage	startpoint	endpoint	slack, ns	cells past startpoint
4_1_cts	xcvr_rxd[1]	sync_state[0]	0.004	6
5_1_grt	mac_rxd[1]	mac_rxd[1]	0.008	1
6_report	mac_rxd[1]	mac_rxd[1]	0.03	1
-- placed cells by master, fill, tap and decap left out, types with 4 or more instances in the layout --
| cell type | synthesis | layout |
|---|---|---|
| o22ai_1 | 4 | 4 |
| nand3_1 | 14 | 14 |
| a32o_1 | 4 | 4 |
| dlygate4sd2_1 | 0 | 7 |
| conb_1 | 1 | 11 |
| nor4_1 | 6 | 4 |
| clkdlybuf4s15_1 | 0 | 7 |
| inv_1 | 12 | 53 |
| nor2b_1 | 4 | 4 |
| a21oi_1 | 8 | 8 |
| o21ai_0 | 9 | 8 |
| nand4_1 | 8 | 8 |
| edfxtp_1 | 6 | 6 |
| dfxtp_2 | 0 | 8 |
| and2_1 | 6 | 5 |
| clkbuf_8 | 0 | 12 |
| buf_4 | 13 | 43 |
| nand2_1 | 23 | 22 |
| nor2_1 | 17 | 17 |
| and3_1 | 7 | 6 |
| dfxtp_1 | 62 | 54 |
-- per-stage QoR --
step	setup slack (ns)	utilization [%]	instance area (µm²)	TNS, ns	power [W]
after floorplan	-0.0144	-	2710	-0.0268	0.000967
after global placement	-0.680	62.2	3180	-17.53	0.00101
after detailed placement	-0.672	62.2	3180	-17.39	0.00101
after CTS	0.00437	71.1	3630	0	0.00186
after global routing	0.00782	71.8	3670	0	0.00195
final	0.0271	71.8	3670	0	0.00184
No activity file was given, so power comes from the tool's default toggle rates.
